--- flow/config.mk ---
export PLATFORM = sky130hd
export DESIGN_NAME = mips
export DESIGN_NICKNAME = mips
export VERILOG_FILES = /design/flow/design.v
export SDC_FILE = /design/flow/constraint.sdc
export NUM_CORES = 4
export LEC_CHECK = 1
export CORE_UTILIZATION = 50
export SYNTH_HDL_FRONTEND = slang
--- flow/constraint.sdc ---
current_design mips

set clk_period 44.1
set clk_io_pct 0.2

create_clock -name clk0 -period $clk_period [get_ports {clk}]

set non_clock_inputs [all_inputs -no_clocks]
set_input_delay [expr $clk_period * $clk_io_pct] -clock clk0 $non_clock_inputs
set_output_delay [expr $clk_period * $clk_io_pct] -clock clk0 [all_outputs]
--- flow/design.v ---
typedef enum { sz_byte, sz_word, sz_4word, sz_8word } mem_access_sizes;
module mips(
	input clk, reset,
    output [31:0] instr_addr,
    input [31:0] instr_in,
    output [31:0] data_addr,
    input [31:0] data_in,
    output logic [31:0] data_out,
    output logic [1:0] data_access_size,
    output data_rd_wr);
	parameter [31:0] pc_init = 0;
	parameter [31:0] sp_init = 0;
	parameter [31:0] ra_init = 0;
	logic [31:0] pc, pc_4, pc_8;
	assign instr_addr = pc;
	logic [31:0] ir;
	logic [5:0] opcode, func;
	logic [4:0] rs, rt, rd, shift_amt;
	logic [15:0] imm;
	logic [25:0] target;
	assign opcode = ir[31:26];
	assign rs = ir[25:21];
	assign rt = ir[20:16];
	assign rd = ir[15:11];
	assign shift_amt = ir[10:6];
	assign func = ir[5:0];
	assign imm = ir[15:0];
	assign target = ir[25:0];
    logic [4:0] reg_rd_num0, reg_rd_num1;
    wire [31:0] reg_rd_data0, reg_rd_data1, rs_data, rt_data;
	assign reg_rd_num0 = ir[25:21];
	assign reg_rd_num1 = ir[20:16];
	assign rs_data = reg_rd_data0;
	assign rt_data = reg_rd_data1;
	logic set;
	logic [31:0] a, b, sign_ext_imm, alu_out, add, sub, shift, upper_imm, ext_data_in, zero;
	logic [63:0] mult;
	logic alu_src_a, alu_src_b;
	logic [1:0] alu_op;
	assign sign_ext_imm = {{16{ir[15]}},ir[15:0]};
	assign upper_imm = imm << 16;
	assign ext_data_in = {24'b0, data_in[7:0]};
	logic st_en;
	assign data_out = rt_data;
	assign data_rd_wr = ~st_en;
	logic mem_wr;
	logic [2:0] mem_to_reg;
 	assign data_addr = alu_out;
	assign st_en = (mem_wr && (state == me)) ? 1 : 0;
    logic [4:0] reg_wr_num;
    logic [31:0] reg_wr_data;
    logic reg_wr_en, reg_wr;
    logic [1:0] reg_dst;
    assign reg_wr = (reg_wr_en && (state==me || state==wb)) ? 1 : 0;
    logic [1:0] pc_src;
    logic [31:0] jump_target, branch_target, next_pc;	
    assign jump_target = {pc_4[31:28], target, 2'b00};
    assign branch_target = pc_4 + {{14{ir[15]}}, imm, 2'b0};
	enum { init, fetch, id, ex, me, wb } state;
    regfile #(.sp_init(sp_init), .ra_init(ra_init)) regs(
		.wr_num(reg_wr_num), .wr_data(reg_wr_data), .wr_en(reg_wr),
        .rd0_num(reg_rd_num0), .rd0_data(reg_rd_data0),
		.rd1_num(reg_rd_num1), .rd1_data(reg_rd_data1),
        .clk(clk), .reset(reset));
	assign reg_wr_data = (mem_to_reg==0) ? alu_out : (mem_to_reg==1) ? data_in : (mem_to_reg==2) ? set : (mem_to_reg==3) ? pc_8 : (mem_to_reg==4) ? upper_imm : ext_data_in;
	assign a = (alu_src_a) ? shift_amt : rs_data;
	assign b = (alu_src_b) ? rt_data : sign_ext_imm;
	assign reg_wr_num = (reg_dst==0) ? rt : (reg_dst==1) ? rd : 31;
	assign next_pc = (pc_src==0) ? pc_4 : (pc_src==1) ? jump_target : (pc_src==2) ? rs_data : branch_target;
	assign add = a + b;
	assign sub = a - b;
	assign mult = a * b;
	assign shift = b << a;
	always @(posedge clk or posedge reset) begin
		if(reset) begin
			reg_wr_en <= 0;
			pc <= pc_init;
			state <= init;
		end
		else
			case(state)
				init: begin
					state <= fetch;
				end
				fetch: begin
					ir <= instr_in;
					pc_4 = pc + 4;
					pc_8 = pc + 8;
					pc_src <= 0;
					mem_wr <= 0;
					reg_wr_en <= 0;
					data_access_size <= sz_word;
					state <= id;
				end
				id: begin
					case(opcode)
						6'b000000: begin  
							case(func)
								6'b000000: begin  
									reg_dst <= 1;  
									mem_to_reg <= 0;  
									reg_wr_en <= 1;
									alu_src_a <= 1;  
									alu_src_b <= 1;  
									alu_op <= 3;  
								end
								6'b100001: begin  
									alu_op <= 1;
									mem_to_reg <= 0;  
									alu_src_a <= 0;  
									alu_src_b <= 1;  
									reg_wr_en <= 1;
									reg_dst <= 1;  
								end
								6'b100011: begin  
									alu_op <= 0;
									mem_to_reg <= 0;  
									alu_src_a <= 0;  
									alu_src_b <= 1;  
									reg_wr_en <= 1;
									reg_dst <= 1;  
								end
								6'b001000: begin  
									pc_src <= 2;  
								end
							endcase
						end
						6'b011100: begin  
							case(func)
								6'b000010: begin  
									alu_src_a <= 0;  
									alu_src_b <= 1;  
									alu_op <= 2;  
									reg_wr_en <= 1;
									reg_dst <= 1;  
									mem_to_reg <= 0;  
								end
							endcase
						end
						6'b001001: begin  
							alu_op <= 1;
							mem_to_reg <= 0;  
							alu_src_a <= 0;  
							alu_src_b <= 0;  
							reg_wr_en <= 1;
							reg_dst <= 0;  
						end
						6'b001111: begin  
							mem_to_reg <= 4;  
							reg_dst <= 0;  
							reg_wr_en <= 1;
						end
						6'b101011: begin  
							alu_src_a <= 0;  
							alu_src_b <= 0;  
							alu_op <= 1;  
							mem_wr <= 1;  
						end
						6'b101000: begin  
							data_access_size <= sz_byte;
							alu_src_a <= 0;  
							alu_src_b <= 0;  
							alu_op <= 1;  
							mem_wr <= 1;  
						end
						6'b100011: begin  
							alu_op <= 1;  
							mem_to_reg <= 1;  
							alu_src_a <= 0;  
							alu_src_b <= 0;  
							reg_wr_en <= 1;  
							mem_wr <= 0;  
							reg_dst <= 0;  
						end
						6'b100100: begin  
							data_access_size <= sz_byte;
							alu_op <= 1;  
							alu_src_a <= 0;  
							alu_src_b <= 0;  
							reg_wr_en <= 1;  
							mem_wr <= 0;  
							reg_dst <= 0;  
							mem_to_reg <= 5;  
						end
						6'b000010: begin  
							pc_src <= 1;  
						end
						6'b000011: begin  
							pc_src <= 1;  
							reg_wr_en <= 1;
							reg_dst <= 2;  
							mem_to_reg <= 3;  
						end
						6'b001010: begin  
							reg_wr_en <= 1;
							mem_to_reg <= 2;  
							set <= (rs_data < sign_ext_imm) ? 1 : 0;
							reg_dst <= 0;  
						end
						6'b000100: begin  
							pc_src <= (rs_data == rt_data) ? 3 : 0;  
						end
						6'b000101: begin  
							pc_src <= (rs_data != rt_data) ? 3 : 0;  
						end
					endcase
					state <= ex;
				end
				ex: begin
					alu_out = (alu_op==0) ? sub : (alu_op==1) ? add : (alu_op==2) ? mult : shift;
					state <= me;
				end
				me: begin
					pc <= next_pc;
					state <= wb;
				end
				wb: begin
					state <= fetch;
				end
				default: begin
					reg_wr_en <= 0;
					state <= fetch;
				end
			endcase
	end
endmodule
module regfile(
		input [4:0] wr_num, input [31:0] wr_data, input wr_en,
		input [4:0] rd0_num, output [31:0] rd0_data,
		input [4:0] rd1_num, output [31:0] rd1_data,
		input clk, reset);
	parameter [31:0] sp_init = 0;
	parameter [31:0] ra_init = 0;
    reg[31:0] data [1:31];  
	always @(posedge clk or posedge reset)
	if(reset) begin
		data[29] <= sp_init;
		data[31] <= ra_init;
	end
	else begin
        if(wr_en && wr_num!=0) data[wr_num] <= wr_data;
	end
   	assign rd0_data = (rd0_num!=0) ? data[rd0_num] : 32'h00000000;
   	assign rd1_data = (rd1_num!=0) ? data[rd1_num] : 32'h00000000;
endmodule
--- flow/run.sh ---
#!/bin/bash
# OpenROAD 26Q1-2900-gdf79404cd8, Yosys 0.63+post, stock flow scripts
make -C /OpenROAD-flow-scripts/flow DESIGN_CONFIG=/design/flow/config.mk WORK_HOME=/design/flow/orfs finish
==> impl_metrics.toml <==
# yosys + openroad results
[yosys]
top_area_frac = 0.410
edf_count = 1068
topCellsByArea = "edfxtp_1 41%, mux4_2 14%, fa_1 11%, ha_1 4.0%, dfrtp_1 3.3%"
top_cell = "edfxtp_1"
yosys-stat-cells = 6111
postSynthCellCount = 6111
synth.distinct_cells = 97
ys_ff = 1171
synth_warnings = 0
dominantRegCellSynth = "edfxtp_1"
yosysSeqAreaShare = 0.443
synth_area_per_cell_sq_um = 12.8
yosys.area.top_type = "edfxtp_1"
yosys_area_sq_um = 78200
syn-cell-area_sq_um = 78200
async_flop_share = 0.0880
synthTopCellsByCount = "1,068 x edfxtp_1, 677 x nor2_1, 570 x inv_1"

[detailed_routing]
drc = 0
drtIter0Drc = 4109
antenna_left = 0
dr.pass1.iters = 7
finalWirelength_um = 288000
wl_per_cell_um = 34.1
vias = 54200
viasPerCell = 6.43

[setup_path]
cp_slowest_cell = "buf_4"
crit_chain = "buf_4 -> buf_4 -> buf_4 -> buf_4 -> mux4_2 -> mux4_2 -> a21oi_1 -> inv_1 -> clkdlybuf4s50_1"
cpLargestDelayFamily = "buffers and inverters"
worstPathArrival_ns = 5.42
slowest_delay_ns = 0.62
crit_required_ns = 35.28
worstPathMaxFanout = 32
cp_common_cell = "buf_4"
crit_path_end_kind = "output pin"
crit_type = "register to output pin"
startpoint_type = "register"
path_buffers = 6

[run]
warning_count = 57
drv_cap = 0

[power]
power_mw = 5.12
leakage_nw = 33.1
peakVddDrop_uv = 141
power_density_nw_per_um2 = 58.7

[floorplan]
io-pin-count = 165
dieArea_sq_um = 158000
die_y_um = 397
num_rows = 144
core_util_floorplan = 0.506
die_w_um = 397
coreArea_sq_um = 155000

[sta]
fin_skew_ns = 0.107
rsz0062_at_grt = "no"
setup_viol = 0
finalCritPeriodShare = 0.323
hold_viol = 0
period_needed_ns = 14.24
relSlewSlack = 0.129
fin_tns_setup_ns = 0
maxSlewViolCount = 0
worst_pin_slew_ns = 1.31
max_freq_mhz = 70.2

[global_route]
grt_first_pass_wirelength_um = 413000
antenna_found_initial = 7
grt_overflow = 0
grtUsageTotal = 0.410
grt_max_degree = 83
grt_pass1_vias = 57700

[clocking]
clockRootBuffer = "clkbuf_16"
clk_pin_slew_ns = 0.06
cts_setup_buffers = 0
ctsLongestPathBuffers = 3
worstSkewPairLatency_ns = 0.80
cts.sinks = 1171
cts_tree = "done"
cts_hold_buf = 0
htreeDepth = 3
cts_buffers = 120
cts_resized = 0

[final_layout]
largest_reg_flops = 992
fin_cells = 8441
nFillCells = 12400
regMostFlops = "regs.data"
drive_above_1_share = 0.191
synthToLayoutAreaGrowth_pct = 11.6

[place]
port_buffers = 163
place.gp.congestion = 1.03
dp.cells = 8203
detailed_place_hpwl_um = 197000

[hold_path]
hold_path_class = "register to register"

[outcome]
outcome = "finished, final reports clean"
## cells by family (layout without fill, tap and decap cells)
family / after synthesis / in the layout / synth area share
AND/OR/NAND/NOR: 1409 / 1409 / 0.0769
other: 1 / 12 / 0.0000480
flip-flops: 1171 / 1171 / 0.443
adder cells (fa/ha/maj): 658 / 658 / 0.145
buffers and inverters: 963 / 1238 / 0.0516
multiplexers: 817 / 817 / 0.186
AND-OR/OR-AND: 865 / 865 / 0.0722
XOR/XNOR: 227 / 227 / 0.0256
## path summary, 6_finish.rpt
kind / from / end / slack (ns) / cells after the start
worst min-delay path: state[5]$_DFF_PP0_ / state[1]$_DFF_PP0_ / 0.41 / 0
worst max register to register: ir[21]$_DFFE_PP_ / data_addr[29]$_DFFE_PP_ / 31.38 / 38
min in group asynchronous: reset / instr_addr[29]$_DFFE_PP0P_ / 8.61 / 3
worst max-delay path: ir[16]$_DFFE_PP_ / data_out[12] / 29.86 / 9
max in group asynchronous: reset / regs.data[87]$_DFFE_PP0P_ / 34.58 / 4
worst min register to register: state[5]$_DFF_PP0_ / state[1]$_DFF_PP0_ / 0.41 / 0
## cells in the final DEF, fill, tap and decap left out, types with 29 or more instances in the layout
| cell type | instances |
|---|---|
| dfrtp_1 | 101 |
| mux2_2 | 165 |
| clkdlybuf4s50_1 | 163 |
| a221oi_1 | 36 |
| o21ai_0 | 138 |
| a211oi_1 | 29 |
| ha_1 | 247 |
| mux2i_1 | 155 |
| clkbuf_16 | 121 |
| a22oi_1 | 33 |
| fa_1 | 411 |
| buf_4 | 246 |
| nor2_1 | 621 |
| nand3_1 | 54 |
| nand2b_1 | 34 |
| xnor2_1 | 168 |
| edfxtp_1 | 1068 |
| mux4_2 | 479 |
| nor2_4 | 31 |
| a21o_1 | 38 |
| xor2_1 | 58 |
| nand2_1 | 413 |
| nor3_1 | 52 |
| o22ai_1 | 52 |
| a21oi_1 | 262 |
| inv_1 | 567 |
## cell type report
cell class	instances	area (sq um)	share of cell area
clock buffers	156	3250	0.0373
diodes	10	25.0	0.000287
inverters	595	2240	0.0257
clock inverters	72	928	0.0106
repair buffers	415	3600	0.0413
flip-flops and latches	1171	34700	0.397
well taps	2044	2560	0.0293
multi-input cells	3978	40000	0.458
## metrics by stage
stage                     hold slack, ns  setup WS [ns]  cell area, sq um   util
after CTS                          0.407          29.71             87200  0.564
after global placement             0.392          30.59             83000  0.537
final                              0.413          29.86             87200  0.564
after floorplan                    0.352          30.54             78200      -
after detailed placement           0.388          30.56             83000  0.537
after global routing               0.419          29.51             87200  0.564
## power breakdown
part	leakage [nW]	internal, mW	total, mW	switching [mW]
logic	20.0	1.07	2.74	1.67
clock network	2.02	0.617	1.07	0.455
registers	11.1	1.27	1.31	0.0425
## routing by layer
layer / wire (um) / track usage / vias up / share of wire
li1: - / - / 22700 / -
met1: 89700 / 0.498 / 26900 / 0.31
met2: 127000 / 0.558 / 3924 / 0.44
met3: 54400 / 0.314 / 735 / 0.19
met4: 16500 / 0.169 / 17 / 0.057
met5: 709 / 0.0445 / - / 0.0025
No activity file was given, so power comes from the tool's default toggle rates.
